$ cat design/flow/config.mk
export PLATFORM = sky130hd
export DESIGN_NAME = dispsyncv
export DESIGN_NICKNAME = dispsyncv
export VERILOG_FILES = /design/flow/design.v
export SDC_FILE = /design/flow/constraint.sdc
export NUM_CORES = 4
export LEC_CHECK = 1
export CORE_AREA = 10 10 70 70
export DIE_AREA = 0 0 80 80
$ cat design/flow/constraint.sdc
current_design dispsyncv

set clk_period 1.0
set clk_io_pct 0.2

create_clock -name clk0 -period $clk_period

set non_clock_inputs [all_inputs -no_clocks]
set_input_delay [expr $clk_period * $clk_io_pct] -clock clk0 $non_clock_inputs
set_output_delay [expr $clk_period * $clk_io_pct] -clock clk0 [all_outputs]
$ cat design/flow/design.v
`timescale 1ns / 1ps
module dispsyncv(
    input [15:0] Hexs,
    input [1:0] Scan,
    input [3:0] Point,
    input [3:0] Les,
    output reg[3:0] Hex,
    output reg p,LE,
    output reg[3:0] AN
);
    always @* begin
        case(Scan)
            2'b00 : begin Hex <= Hexs[ 3: 0];   AN <= 4'b1110; p <= Point[0]; LE <= Les[0]; end
            2'b01 : begin Hex <= Hexs[ 7: 4];   AN <= 4'b1101; p <= Point[1]; LE <= Les[1]; end
            2'b10 : begin Hex <= Hexs[11: 8];   AN <= 4'b1011; p <= Point[2]; LE <= Les[2]; end
            2'b11 : begin Hex <= Hexs[15:12];   AN <= 4'b0111; p <= Point[3]; LE <= Les[3]; end
        endcase
    end
endmodule
$ cat design/flow/run.sh
#!/bin/bash
# OpenROAD 26Q1-2900-gdf79404cd8, Yosys 0.63+post, stock flow scripts
make -C /OpenROAD-flow-scripts/flow DESIGN_CONFIG=/design/flow/config.mk WORK_HOME=/design/flow/orfs finish
==> results.toml <==
# flow metrics
[status]
status = "complete, but fails checks"
violations = "negative setup slack"

[place]
place_area_um2 = 611.8
gp_congestion = 0.7362
portBuffers = 36

[sta]
min_period_ns = 1.205
tightestPinTransition_ns = 0.08043
hold_viol = 0
relSlewSlack_pct = 94.64
fmax_ghz = 0.8296
setup_viol = 9
fin_ws_ns = -0.2055
fin_crit_sh_pct = 120.5
rsz0062_at_grt = "true"
final-max-slew-violation-count = 0

[critical_path]
cp_data_required_time_ns = 0.80
endpoint_kind = "primary output"
critPathMaxFanout = 1
crit_chain = "dlygate4sd2_1 > mux4_2 > buf_2"
critPathSlowestCell = "mux4_2"
crit_buf_inv = 2
slowest_delay_ns = 0.45
crit_family = "multiplexers"
path_class = "input pin to primary output"
cp-start-kind = "input pin"
arrival_ns = 1.01

[die]
die_h_um = 80
num_rows = 21
fp_util_pct = 5.128
die_width_um = 80
core_area_um2 = 3416
top_level_ports = 36
chipArea_um2 = 6400

[global_route]
gr-usage-met3_pct = 2.955
busiest_layer = "met2"
grt_first_pass_wirelength_um = 2001
track_usage_pct = 4.101
antenna_found_initial = 1
grt_use_met1_pct = 4.195
grt_pass1_vias = 360
met2_usage_pct = 7.063
overflow = 0
grt_max_degree = 8

[cells_and_area]
fillers = 398
final_cell_area_um2 = 581.8
area_growth_pct = 232.1
seq_cells = 0
clkbuf_count = 0
utilization_pct = 17.03
comb_area_um2 = 168.9
flop_area_um2 = 0
drive_gt1_share_pct = 69.09

[synthesis]
synth_cell_type_count = 7
ys_sh_aoi_pct = 0
yosysWarnings = 1
syn_area_um2 = 175.2
ys_cells = 12
yosys_area_um2 = 175.2
muxShareOfSynthArea_pct = 77.14
synth_cells = 12
simple_gate_area_share_pct = 13.57
xor_area_share_pct = 0
ys_top_logic_family = "multiplexers"
synth_seq_share_pct = 0
yosys.area_share.adder_pct = 0
syn_area_per_cell_um2 = 14.60

[power_and_ir_drop]
pwr_density_cell_nw_per_um2 = 346.1
p_leak_nw = 0.2711
peakVddDrop_uv = 111.1
total_power_mw = 0.2013

[route]
drt-total-wl_um = 1351
dr.pass1.iters = 2
drt_iter0_drc = 1
vias = 287
wl_per_cell_um = 13.25
antenna_left = 0
route.detailed.drc = 0
viasPerCell = 2.814

[run]
drv_cap = 0
warning_count = 34

[worst_hold_path]
min_path_type = "input pin to primary output"
==> cell type report <==
type	instances	area share (%)
repair buffers	45	60.65
multi-input cells	10	29.03
well taps	46	9.892
diodes	1	0.4301
==> Yosys cell counts <==
master | number | area share [%]
buf_2 | 1 | 2.9
or2_2 | 1 | 3.6
mux4_2 | 6 | 77
nand2b_1 | 1 | 3.6
buf_6 | 1 | 6.4
nand2_1 | 1 | 2.1
or2b_1 | 1 | 4.3
==> stage by stage <==
| step | instances | worst slack [ns] | setup TNS [ns] | hold WS [ns] |
|---|---|---|---|---|
| 2_1_floorplan | 12 | 0.01556 | 0 | 0.5532 |
| 3_3_place_gp | 95 | -1.001 | -8.477 | 1.469 |
| 3_5_place_dp | 95 | -1.005 | -8.485 | 1.465 |
| 4_1_cts | 101 | -0.3008 | -1.909 | 0.8375 |
| 5_1_grt | 102 | -0.2414 | -1.336 | 0.7961 |
| 6_report | 102 | -0.2055 | -1.061 | 0.7723 |
==> power by group <==
group | switching, mW | internal (mW) | leakage [nW]
registers | 0 | 0 | 0
clock network | 0 | 0.000000134 | 0.00000634
logic | 0.0505 | 0.151 | 0.271
==> per-layer routing <==
| layer | up-vias | share of wire, % | routed length (µm) |
|---|---|---|---|
| met5 | - | 0 | 0 |
| met3 | 0 | 17 | 227 |
| met4 | 0 | 0 | 0 |
| li1 | 141 | - | - |
| met2 | 20 | 47 | 635 |
| met1 | 126 | 36 | 488 |
==> tightest hold or removal path, cell delays in order <==
cell and delay, ns:
clkbuf_2 0.07, mux4_2 0.21, buf_2 0.09
==> repair_timing <==
action / in CTS / in global routing
resized: 67 / 29
pin swaps: 0 / 0
endpoints found under the setup margin: 10 / 10
hold buffers: 0 / 0
setup buffers: 6 / 1
==> path summary, 6_finish.rpt <==
path,endpoint,cells past startpoint,startpoint
max,Hex[1],3,Hexs[9]
min,Hex[2],3,Hexs[2]
==> cell usage in the layout (no fill, tap or decap) <==
cell type	Yosys	layout
buf_12	0	1
buf_2	1	7
buf_4	0	3
buf_6	1	7
clkbuf_2	0	12
clkdlybuf4s15_1	0	4
diode_2	0	1
dlygate4sd2_1	0	11
mux4_2	6	6
nand2_1	1	1
nand2b_4	0	1
or2_4	0	1
or2b_1	1	1
==> cell families after synthesis <==
family,Yosys count
mux,6
simple gates,4
buf+inv,2
No activity file was given, so power comes from the tool's default toggle rates.
