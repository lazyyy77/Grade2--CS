<file path="flow/design.v">
`timescale 1ns / 1ps
module CreateNumber(
    input wire [3:0] btn,
    output reg [15:0] num
);
    wire [3:0] A, B, C, D;
    initial num <= 16'b0001_0010_0011_0100;  
    assign A = num [ 3: 0] + 4'd1;
    assign B = num [ 7: 4] + 4'd1;
    assign C = num [11: 8] + 4'd1;
    assign D = num [15:12] + 4'd1;
    always@(posedge btn[0]) num[ 3: 0] <= A;
    always@(posedge btn[1]) num[ 7: 4] <= B;
    always@(posedge btn[2]) num[11: 8] <= C;
    always@(posedge btn[3]) num[15:12] <= D;
endmodule
</file>
<file path="flow/run.sh">
#!/bin/bash
# OpenROAD 26Q1-2900-gdf79404cd8, Yosys 0.63+post, stock flow scripts
make -C /OpenROAD-flow-scripts/flow DESIGN_CONFIG=/design/flow/config.mk WORK_HOME=/design/flow/orfs finish
</file>
<file path="flow/config.mk">
export PLATFORM = sky130hd
export DESIGN_NAME = CreateNumber
export DESIGN_NICKNAME = CreateNumber
export VERILOG_FILES = /design/flow/design.v
export SDC_FILE = /design/flow/constraint.sdc
export NUM_CORES = 4
export LEC_CHECK = 1
export CORE_AREA = 10 10 79 79
export DIE_AREA = 0 0 89 89
</file>
<file path="flow/constraint.sdc">
current_design CreateNumber

set clk_period 1.0
set clk_io_pct 0.2

create_clock -name clk0 -period $clk_period [get_ports {btn}]

set non_clock_inputs [all_inputs -no_clocks]
set_input_delay [expr $clk_period * $clk_io_pct] -clock clk0 $non_clock_inputs
set_output_delay [expr $clk_period * $clk_io_pct] -clock clk0 [all_outputs]
</file>
==> Slide: Implementation Results <==
Physical Implementation Snapshot

Critical path
  • Required time of the worst setup path: approximately 1.1 ns
  • Arrival time at the worst endpoint: roughly 1.1 ns
  • Buffers plus inverters on the worst setup path: 2
  • Worst stage delay on the critical path: around 0.3 ns
  • Largest fanout on the critical path: 3
  • Crit path max-delay cell type: sky130_fd_sc_hd__dfxtp_2
  • Category of the worst setup path launch point: register
  • Type of destination of the critical path: register
  • List of cells traversed by the critical path: buf_4, buf_4, ha_4, xor2_1
  • Most frequent cell on the critical path: sky130_fd_sc_hd__buf_4
  • Type of the setup path with the least slack: register to register
  • Top delay family on crit path: flip-flops

Finish
  • Top reg by flops: num
  • Share of cells above drive strength 1: ~55%
  • Area added between synthesis and finish: 113%
  • Cell area after layout: between 0.001 and 0.0015 mm²
  • Number of flip-flops in the largest register: 16
  • Number of fill cells: about 490
  • Largest registers ranked by flip-flop count: num x16

Clocking
  • Clk latency of the worst-skew pair: 0.20 ns
  • Cts-stage hold buffer count: 0
  • Clock-pin slew on the worst setup and hold paths: 0.03 ns
  • CTS sink count: 16
  • TritonCTS clock tree: built

Run status
  • Status: completed

Run
  • Number of OpenROAD warnings: approximately 100
  • Max_cap viols: 0

Yosys
  • Mean Syn Cell Area: 13.2 µm²
  • Registers, synthesis: 16
  • Total of warnings raised by yosys: 1
  • Netlist area before placement: about 480 µm²
  • Register share after synthesis: about two thirds
  • Number of distinct library cell variants in the gate-level netlist after synthesis: 6
  • Post-Syn Instances: 36
  • Synthesized chip area reported by yosys: 475 µm²
  • Top-area cell share: between 60% and 70%
  • Cell types occupying the most area after synthesis: sky130_fd_sc_hd__dfxtp_1 67%, sky130_fd_sc_hd__ha_1 11%, sky130_fd_sc_hd__xnor2_1 7.4%, sky130_fd_sc_hd__xor2_1 7.4%, sky130_fd_sc_hd__nand3_1 4.2%
  • Synth area leader: sky130_fd_sc_hd__dfxtp_1
  • Yosys Instances: 36

Detailed routing
  • Final antenna diode count: 0
  • Count of vias placed by the detailed router: 411
  • Average vias per placed instance: 3.02
  • Count of nets left with antenna violations after detail routing: 0
  • Wire length after detailed routing: between 1 and 1.5 mm
  • Number of DRC violations after detailed routing: 0
  • First-pass DRT Iterations: 3
  • Iteration-0 DRC Markers: 9
  • Average routed wire per standard cell: about 9 µm

Die
  • Floorplan Utilization: between 10% and 20%
  • Number of top-level design ports: 20
  • Die boundary width: 89 µm
  • Core area: 0.00466 mm²
  • Die footprint: roughly 0.0079 mm²
  • Total number of placement rows: 25
  • Height of the die: ~89 µm

Pwr
  • Peak supply drop: about 740 µV
  • Leakage dissipation: between 0.5 and 0.6 nW
  • Power per unit of standard cell area: about 1800 mW/mm²

Min path
  • Worst Hold Class: register to register

STA
  • Fmax: approximately 1000 MHz
  • Final setup margin: 0.0360 ns
  • Final tally of setup violations: 0
  • Final hold violation count: 0
  • RSZ-0062 raised after global routing: no
  • Period Utilization, post-route: 96.4%
  • Largest clock skew in the final design: 0 ns
  • Least-Margin Pin Slew: between 0.1 and 0.15 ns
  • Post-layout minimum cycle time: 0.964 ns
  • Final slew viol count: 0
  • Relative slew slack: between 90 and 100%

GRT
  • Maximum number of pins on one net before global-route repair: 4
  • Number of global-route vias before repair: roughly 430
  • Global route total overflow: 0
  • Global-route wire length before repair: between 1.5 and 2 mm
  • Number of antenna violations at the first check in global routing: 0
  • All-layer global routing usage: under 10%

Placed design
  • Routability congestion estimate: about 0.70
  • Post-detailed-placement cell area: roughly 790 µm²
  • Post-Place Setup Slack: -0.0490 ns
  • Input/output buffers: 16
-- tightest hold or removal path, cell delays in order (launching register included) --
cell                      delay [ns]
sky130_fd_sc_hd__dfxtp_2        0.31
sky130_fd_sc_hd__buf_4          0.11
sky130_fd_sc_hd__inv_1          0.03
-- metrics by stage --
stage	TNS [ns]	total power, mW	utilization, %	hold WS, ns	instances
after global routing	0	2.07	21.8	0.496	136
final	0	1.86	21.8	0.485	136
after floorplan	0	0.651	-	0.370	36
after CTS	0	2.02	21.5	0.489	136
after detailed placement	-0.129	0.651	17.0	0.402	118
after global placement	-0.0876	0.651	17.0	0.391	118
-- per-layer routing --
layer	vias up	track usage [%]	wire [µm]	share of wire (%)
li1	206	-	-	-
met1	177	2.44	409	34
met2	24	4.26	595	50
met3	4	3.49	165	14
met4	0	1.59	31	2.6
met5	-	0	0	0
-- cell usage in the layout (no fill, tap or decap) --
cell type	Yosys	layout
sky130_fd_sc_hd__buf_4	0	18
sky130_fd_sc_hd__clkbuf_8	0	12
sky130_fd_sc_hd__dfxtp_1	16	3
sky130_fd_sc_hd__dfxtp_2	0	13
sky130_fd_sc_hd__dlygate4sd2_1	0	16
sky130_fd_sc_hd__ha_1	4	2
sky130_fd_sc_hd__ha_2	0	1
sky130_fd_sc_hd__ha_4	0	1
sky130_fd_sc_hd__inv_1	4	4
sky130_fd_sc_hd__nand3_1	4	4
sky130_fd_sc_hd__xnor2_1	4	4
sky130_fd_sc_hd__xor2_1	4	4
-- report_power, final --
| part | switching, mW | internal, mW | total (mW) |
|---|---|---|---|
| Combinational | 0 | 0 | 0.000000311 |
| Clock | 0.205 | 1.01 | 1.22 |
| Sequential | 0 | 0.643 | 0.643 |
-- cell families (layout without fill, tap and decap cells) --
kind of cell             Yosys count  count (layout)  synth area share (%)
AND/OR/NAND/NOR                    4               4                  4.21
adder cells (fa/ha/maj)            4               4                  10.5
buffers and inverters              4              50                  3.16
flip-flops                        16              16                  67.4
XOR/XNOR                           8               8                  14.7
-- path summary, 6_finish.rpt --
check / depth (start not counted) / slack (ns) / startpoint / endpoint
setup / recovery: 4 / 0.04 / num[0] / num[2]
hold / removal: 2 / 0.48 / num[4] / num[4]
setup reg to reg: 4 / 0.04 / num[0] / num[2]
hold reg to reg: 2 / 0.48 / num[4] / num[4]
-- final cells by class --
cell class	instances	area, µm²	share of cell area (%)
Timing Repair Buffer	34	275	27.1
Sequential cell	16	337	33.2
Clock buffer	12	165	16.3
Multi-Input combinational cell	16	155	15.3
Tap cell	54	67.6	6.66
Inverter	4	15.0	1.48
-- timing repair --
action / 4_1_cts / 5_1_grt
gates resized: 30 / 2
cloned: 0 / 0
setup buffers: 6 / 0
setup endpoints to repair: 16 / 2
-- cell usage after synthesis --
master	instances
sky130_fd_sc_hd__xor2_1	4
sky130_fd_sc_hd__xnor2_1	4
sky130_fd_sc_hd__dfxtp_1	16
sky130_fd_sc_hd__nand3_1	4
sky130_fd_sc_hd__ha_1	4
sky130_fd_sc_hd__inv_1	4
Power is estimated from default activity; no workload was simulated.
