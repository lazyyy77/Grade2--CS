--- design/flow/run.sh ---
#!/bin/bash
# OpenROAD 26Q1-2900-gdf79404cd8, Yosys 0.63+post, stock flow scripts
make -C /OpenROAD-flow-scripts/flow DESIGN_CONFIG=/design/flow/config.mk WORK_HOME=/design/flow/orfs finish
--- design/flow/constraint.sdc ---
current_design clkdiv

set clk_period 7.3
set clk_io_pct 0.2

create_clock -name clk0 -period $clk_period [get_ports {clk}]

set non_clock_inputs [all_inputs -no_clocks]
set_input_delay [expr $clk_period * $clk_io_pct] -clock clk0 $non_clock_inputs
set_output_delay [expr $clk_period * $clk_io_pct] -clock clk0 [all_outputs]
--- design/flow/design.v ---
`timescale 1ns / 1ps
module clkdiv(
	input clk,
	input rst,
	output reg[31:0]clkdiv
    );
	always @ (posedge clk or posedge rst) begin
		if (rst) clkdiv <= 0;
		else clkdiv <= clkdiv + 1'b1;
	end
endmodule
--- design/flow/config.mk ---
export PLATFORM = sky130hd
export DESIGN_NAME = clkdiv
export DESIGN_NICKNAME = clkdiv
export VERILOG_FILES = /design/flow/design.v
export SDC_FILE = /design/flow/constraint.sdc
export NUM_CORES = 4
export LEC_CHECK = 1
export CORE_AREA = 10 10 112 112
export DIE_AREA = 0 0 122 122
==> impl_metrics.yaml <==
# flow metrics
synth:
  yosys-stat-area_sq_mm: 0.00149
  synth_cell_types: 21
  syn_area_sq_mm: 0.00149
  syn_inst: 129
  synth_stat.cells: 129
  async_reset_ff_share_pct: 100
  yosysWarnings: 1
  ys.flop_type: "dfrtp_1"
  edf_count: 0
  ys.flops: 32
  yosysSeqAreaShare_pct: 53.8
  avgSynthCellArea_sq_um: 11.5
setup_path:
  slowest_delay_ns: 0.52
  worstPathRequired_ns: 5.84
  crit_family: "buffers and inverters"
  crit_path_top_delay_cell: "clkdlybuf4s50_1"
  reg2reg_depth: 5
  end_kind: "output port"
  crit_cells: 1
  critPathKind: "flop to output port"
  cp.buffers_inverters: 1
  cp-start-kind: "flop"
  crit_fanout: 5
  cp.arrival_ns: 1.27
  crit_path_cell_trace: "clkdlybuf4s50_1"
routing:
  vias_per_cell: 3.46
  drt_first_iter_violations: 33
  drtPass1Iterations: 4
  drc: 0
  ant_nets: 0
  n_antenna_cell: 0
  vias: 1044
  routed_wl_um: 3570
  wl_per_cell_um: 11.8
cts:
  numCtsBuffers: 5
  htree_levels: 2
  clkTransAtPathRegs_ns: 0.06
  cts_buffer_depth: 2
  clk_latency_ns: 0.27
  cts.repair.resized: 0
  ctsRootBufferMaster: "clkbuf_8"
  cts_hold_buf: 0
  tritoncts: "built"
  postCtsSetupBuffers: 0
  clock_sinks: 32
final_timing:
  setup_viol_count_final: 0
  rsz0062_at_grt: "no"
  relSlewSlack_pct: 65.4
  finalCritPeriodShare_pct: 37.4
  layout_min_cycle_time_ns: 2.73
  hold_violations: 0
  tightest_slew_ns: 0.517
  fin_worst_skew_ns: 0.00528
  fmax_mhz: 367
  setup_tns_ns: 0
  whs_ns: 0.472
  slew_violations: 0
cells_and_area:
  fillers: 1099
  largest_register_ffs: 32
  top_register: "clkdiv"
  layout.area.comb_sq_um: 647
  layout-drive-gt1-share_pct: 9.04
  seq_area_sq_um: 801
  finish.utilization_pct: 20.1
  areaGrowthSynthToFinish_pct: 37.8
  reg_top3: "clkdiv x32"
pwr:
  p_switching_uw: 62.9
  p_clk_share_pct: 40.6
  power_density_mw_per_mm2: 149
  leakage_nw: 0.877
  p_sw_share_pct: 20.6
  pwr-share-comb_pct: 1.4
  seqPwrFrac_pct: 58.0
  peakVddDrop_v: 0.0000491
  internal_power_uw: 243
global_route:
  track_usage_pct: 4.79
  grt_busiest_layer: "met2"
  grt_util_met2_pct: 6.97
  grt_overflow: 0
  grt_max_degree: 33
  grt_pass1_vias: 1040
  use_met1_pct: 6.77
  met3_usage_pct: 1.97
  grt_pass1_wl_um: 5640
  antenna_found_initial: 0
place:
  io_buffers: 33
  dp_hpwl_um: 2690
  globalplace.congestion: 0.759
min_path:
  min_path_cells: 1
  hold_path.class: "flop to flop"
floorplan:
  ios: 34
  dieWidth_um: 122
  core_area_sq_mm: 0.0102
  fp_util_pct: 14.6
  num_rows: 37
  die_h_um: 122
  die_area_sq_mm: 0.0149
job:
  warning_count: 25
  max_cap_viol_count: 0
outcome:
  status: "finished clean"
## per-stage QoR
step | setup WS (ns) | instance area, sq um | instances | power [mW]
after floorplan | 5.15 | 1490 | 129 | 0.183
after global routing | 4.51 | 2050 | 302 | 0.320
after global placement | 4.86 | 1970 | 295 | 0.185
after detailed placement | 4.86 | 1970 | 295 | 0.185
final | 4.57 | 2050 | 302 | 0.306
after CTS | 4.55 | 2050 | 302 | 0.313
## cell families (layout without fill, tap and decap cells)
| logic type | after synthesis | after routing | synth area share (%) |
|---|---|---|---|
| flops | 32 | 32 | 53.8 |
| xor+xnor | 30 | 30 | 17.6 |
| fa+ha+maj | 1 | 1 | 0.840 |
| simple gates | 57 | 57 | 25.0 |
| buf+inv | 9 | 46 | 2.77 |
## cell usage in the layout (no fill, tap or decap), drive strengths merged, types with 4 or more instances in the layout
cell / netlist / layout
nor3: 4 / 4
dfrtp: 32 / 32
clkdlybuf4s50: 0 / 33
and4: 5 / 5
clkbuf: 0 / 6
nor4: 10 / 10
nand4: 4 / 4
and3: 5 / 5
inv: 5 / 5
xor2: 19 / 19
xnor2: 11 / 11
nand3: 13 / 13
nor2: 4 / 4
nand2: 10 / 10
## layer usage
| layer | routed length [um] | part of all wire, % | vias up |
|---|---|---|---|
| met5 | 0 | 0 | - |
| met4 | 27 | 0.76 | 0 |
| met3 | 352 | 9.9 | 5 |
| met2 | 1480 | 42 | 29 |
| met1 | 1700 | 48 | 488 |
| li1 | - | - | 522 |
## area by class of cell
cell class,count,share of cell area (%)
Clock inverter,1,0.244
Inverter,5,0.915
Sequential cell,32,39.0
Tap cell,136,8.29
Timing Repair Buffer,34,16.5
Clock buffer,6,3.54
Multi-Input combinational cell,88,31.5
## path summary, 6_finish.rpt
| path | from | to | slack, ns |
|---|---|---|---|
| max reg2reg | clkdiv[0] | clkdiv[26] | 5.53 |
| min in group asynchronous | rst | clkdiv[28] | 1.58 |
| max in group asynchronous | rst | clkdiv[8] | 5.43 |
| min reg2reg | clkdiv[31] | clkdiv[31] | 0.47 |
| min | clkdiv[31] | clkdiv[31] | 0.47 |
| max | clkdiv[21] | clkdiv[21] | 4.57 |
## synthesized netlist by cell type (2+ instances only)
cell / n / share of area [%]
nor4_2: 4 / 3.4
and4_1: 5 / 2.9
nand3_1: 10 / 3.4
xor2_1: 19 / 11
nor2_1: 4 / 1.0
and3_1: 5 / 2.1
nor3_1: 4 / 1.3
buf_2: 3 / 1.0
nand3_4: 2 / 2.4
inv_1: 5 / 1.3
nand4_1: 4 / 1.7
xnor2_1: 11 / 6.5
nor4_1: 6 / 2.5
dfrtp_1: 32 / 54
nand2_1: 9 / 2.3
## power by group through the flow
stage     combinational [mW]  sequential (mW)  clock [mW]
6_report             0.00428            0.177       0.124
5_1_grt              0.00516            0.177       0.137
4_1_cts              0.00471            0.177       0.131
Power is estimated from default activity; no workload was simulated.
